## ./config.mk

```make
export PLATFORM = sky130hd
export DESIGN_NAME = alu
export DESIGN_NICKNAME = alu
export VERILOG_FILES = /design/flow/design.v
export SDC_FILE = /design/flow/constraint.sdc
export NUM_CORES = 4
export LEC_CHECK = 1
export CORE_UTILIZATION = 40
```

## ./constraint.sdc

```tcl
current_design alu

set clk_period 1.0
set clk_io_pct 0.2

create_clock -name clk0 -period $clk_period [get_ports {i_clk}]

set non_clock_inputs [all_inputs -no_clocks]
set_input_delay [expr $clk_period * $clk_io_pct] -clock clk0 $non_clock_inputs
set_output_delay [expr $clk_period * $clk_io_pct] -clock clk0 [all_outputs]
```

## ./design.v

```verilog
module alu #(
	parameter DATA_WIDTH = 32,
	parameter INST_WIDTH = 4
)(
	input                   i_clk,
	input                   i_rst_n,
	input  [DATA_WIDTH-1:0] i_data_a,
	input  [DATA_WIDTH-1:0] i_data_b,
	input  [INST_WIDTH-1:0] i_inst,
	input                   i_valid,
	output [DATA_WIDTH-1:0] o_data,
	output                  o_overflow,
	output                  o_valid
);
	reg [DATA_WIDTH - 1:0] o_data_r, o_data_w;
	reg o_overflow_r, o_overflow_w;
	reg o_valid_r, o_valid_w;
	reg [2 * DATA_WIDTH - 1:0] o_mul_temp;
	integer i;
	assign o_data = o_data_r;
	assign o_overflow = o_overflow_r;
	assign o_valid = o_valid_r;
	always @(*) begin
		if (i_valid) begin
			case (i_inst)
				4'd0: begin
					o_data_w = i_data_a + i_data_b;
					if (i_data_a[DATA_WIDTH - 1] && i_data_b[DATA_WIDTH - 1] && ~o_data_w[DATA_WIDTH - 1]) begin
						o_overflow_w = 1;
					end
					else if (~i_data_a[DATA_WIDTH - 1] && ~i_data_b[DATA_WIDTH - 1] && o_data_w[DATA_WIDTH - 1]) begin
						o_overflow_w = 1;
					end
					else begin
						o_overflow_w = 0;
					end
					o_valid_w = 1;
				end
				4'd1: begin
					o_data_w = i_data_a - i_data_b;
					if (~i_data_a[DATA_WIDTH - 1] && i_data_b[DATA_WIDTH - 1] && o_data_w[DATA_WIDTH - 1]) begin
						o_overflow_w = 1;
					end
					else if (i_data_a[DATA_WIDTH - 1] && ~i_data_b[DATA_WIDTH - 1] && ~o_data_w[DATA_WIDTH - 1]) begin
						o_overflow_w = 1;
					end
					else begin
						o_overflow_w = 0;
					end
					o_valid_w = 1;
				end
				4'd2: begin
					o_data_w = i_data_a * i_data_b;
					if ((i_data_a[DATA_WIDTH - 1] == i_data_b[DATA_WIDTH - 1]) && o_data_w[DATA_WIDTH - 1]) begin
						o_overflow_w = 1;
					end
					else if ((i_data_a[DATA_WIDTH - 1] != i_data_b[DATA_WIDTH - 1]) && ~o_data_w[DATA_WIDTH - 1]) begin
						o_overflow_w = 1;
					end
					else begin
						o_overflow_w = 0;
					end
					o_valid_w = 1;
				end
				4'd3: begin
					if (~i_data_a[DATA_WIDTH - 1] && i_data_b[DATA_WIDTH - 1]) begin
						o_data_w = i_data_a;
					end
					else if (i_data_a[DATA_WIDTH - 1] && ~i_data_b[DATA_WIDTH - 1]) begin
						o_data_w = i_data_b;
					end
					else if (i_data_a > i_data_b) begin
						o_data_w = i_data_a;
					end
					else begin
						o_data_w = i_data_b;
					end
					o_overflow_w = 0;
					o_valid_w = 1;
				end
				4'd4: begin
					if (~i_data_a[DATA_WIDTH - 1] && i_data_b[DATA_WIDTH - 1]) begin
						o_data_w = i_data_b;
					end
					else if (i_data_a[DATA_WIDTH - 1] && ~i_data_b[DATA_WIDTH - 1]) begin
						o_data_w = i_data_a;
					end
					else if (i_data_a < i_data_b) begin
						o_data_w = i_data_a;
					end
					else begin
						o_data_w = i_data_b;
					end
					o_overflow_w = 0;
					o_valid_w = 1;
				end
				4'd5: begin
					{o_overflow_w, o_data_w} = i_data_a + i_data_b;
					o_valid_w = 1;
				end
				4'd6: begin
					o_data_w = i_data_a - i_data_b;
					if (i_data_a < i_data_b) begin
						o_overflow_w = 1;
					end
					else begin
						o_overflow_w = 0;
					end
					o_valid_w = 1;
				end
				4'd7: begin
					o_mul_temp = i_data_a * i_data_b;
					o_overflow_w = 0;
					for (i = DATA_WIDTH; i < 2 * DATA_WIDTH; i = i + 1) begin
						if (o_mul_temp[i]) begin
							o_overflow_w = 1;
						end
					end
					o_data_w = o_mul_temp[DATA_WIDTH - 1:0];
					o_valid_w = 1;
				end
				4'd8: begin
					if (i_data_a > i_data_b) begin
						o_data_w = i_data_a;
					end
					else begin
						o_data_w = i_data_b;
					end
					o_overflow_w = 0;
					o_valid_w = 1;
				end
				4'd9: begin
					if (i_data_a < i_data_b) begin
						o_data_w = i_data_a;
					end
					else begin
						o_data_w = i_data_b;
					end
					o_overflow_w = 0;
					o_valid_w = 1;
				end
				4'd10: begin
					o_data_w = i_data_a & i_data_b;
					o_overflow_w = 0;
					o_valid_w = 1;
				end
				4'd11: begin
					o_data_w = i_data_a | i_data_b;
					o_overflow_w = 0;
					o_valid_w = 1;
				end
				4'd12: begin
					o_data_w = (i_data_a & ~i_data_b) | (~i_data_a & i_data_b);
					o_overflow_w = 0;
					o_valid_w = 1;
				end
				4'd13: begin
					o_data_w = ~i_data_a;
					o_overflow_w = 0;
					o_valid_w = 1;
				end
				4'd14: begin
					for (i = 0; i < DATA_WIDTH; i = i + 1) begin
						o_data_w[i] = i_data_a[DATA_WIDTH - 1 - i];
					end
					o_overflow_w = 0;
					o_valid_w = 1;
				end
				default: begin
					o_overflow_w = 0;
					o_data_w = 0;
					o_valid_w = 1;
				end
			endcase
		end
		else begin
			o_overflow_w = 0;
			o_data_w = 0;
			o_valid_w = 0;
		end
	end
	always @(posedge i_clk or negedge i_rst_n) begin
		if (~i_rst_n) begin
			o_data_r <= 0;
			o_overflow_r <= 0;
			o_valid_r <= 0;
		end
		else begin
			o_data_r <= o_data_w;
			o_overflow_r <= o_overflow_w;
			o_valid_r <= o_valid_w;
		end
	end
endmodule
```

## ./run.sh

```bash
#!/bin/bash
# OpenROAD 26Q1-2900-gdf79404cd8, Yosys 0.63+post, stock flow scripts
make -C /OpenROAD-flow-scripts/flow DESIGN_CONFIG=/design/flow/config.mk WORK_HOME=/design/flow/orfs finish
```

==> CHANGELOG.md <==
## Implementation

* Crit. End Element: flop
* RSZ-0062 raised after global routing: yes
* Synthesized instance count at 4961
* Cell area after synthesis at between 40000 and 50000 um2
* Distinct cells, synth at between 70 and 80
* Residual DRC at 0
* Worst Tran Pin Value at 0.838 ns
* Clk Tree Root Cell: clkbuf_16
* Dpl hpwl at roughly 170 mm
* Drt pass-1 iters at 7
* Max-Cap Viols at 0
* Core Area at 98900 um2
* Number of buffers created by CTS at 5
* Clock Sinks at 34
* Max Root-Sink Buffers at 2
* Area leader share at 44.8%
* Buffers on Ports at around 100
* Worst Hold Class: input port to asynchronous set/reset pin
* Die Footprint at ~100000 um2
* Tool warning count at 94
* Final Max Slew Viols at 0
* CP Max Fanout at 8
* Top post-synthesis cells by area: fa_1 45%, ha_1 11%, inv_1 9.1%, nor2_1 8.7%, nand2_1 3.7%
* Global Route Usage Sum at 42.4%
* Worst-path clk slew at 0.06 ns
* CP startpoint: i_data_a[10]
* Yosys stat chip area at 40100 um2
* WL/cell at 27.4 um
* Fin worst setup slack at -7.21 ns
* Hold Vio Cnt, Final at 0
* Filler cells at 8865
* Rel. slew slack at ~44%
* Cell taking the most area after synthesis: fa_1
* Async SR Flop Fraction at approximately 100%
* Synthesized area per cell at 8.08 um2
* Ys Warns at 1
* CP max-delay cell: fa_1
* Antenna violations before repair at 2
* Worst Path Required at 1.17 ns
* CTS tree: yes
* First-pass GRT wire length at 290 mm
* Largest net degree at the start of global routing at 29
* Via density per instance at between 5 and 6
* Period minus WS final at a little over 8 ns
* Ys flop type: dfrtp_1
* Worst Setup Start Kind: input port
* Ys cells at approximately 5000
* Num ports at about 110
* Initial DRC count at 2990
* Final GP Congestion at 1.07
* Grt total ovfl at 0
* #FFs+latches synth at 34
* Number of global-route vias before repair at 42125
* Row cnt at 115
* EDFF count, synth at 0
* Failing checks: setup timing
* H-tree depth at 2
* Total wire length at about 200 mm
* CP arrival at 8.38 ns
* Fp_density at between 40% and 50%
* Post-synthesis sequential area ratio at 2.12%
* Slowest cell delay on critical path at 0.56 ns
* Final setup violation count at 37
* DIE HEIGHT at 319 um
* Layout area overhead at 40.4%
* CP Class: input port to flop
* Most frequent CP cell: fa_1
* Dpl ws at -8.61 ns
* Via count at 39769
* Die X at 319 um
* Period utilisation layout at 821%
* Antenna Nets Post-Route at 0
* Max Clk Rate at 122 MHz
* Share of layout cells above drive strength 1 at 31.0%
* Status: finished with violations
* Worst hold margin at roughly 0.28 ns
==> critical path: cells and delay by family <==
family	cells	cell delay (ns)
simple gates	7	1.35
fa+ha+maj	9	4.23
buf+inv	9	1.15
compound gates	7	1.40
==> routing by layer <==
metal / share of wire (%) / GRT usage [%] / wire (um)
met2: 45 / 63.8 / 90700
met5: 0 / 0 / 0
met3: 9.3 / 13.1 / 18600
met4: 7.2 / 21.7 / 14300
met1: 38 / 57.1 / 76200
==> cells in the mapped netlist, types with 7 or more instances <==
library cell,n
or3_1,9
nand4_1,28
o22ai_1,29
a211oi_1,29
buf_1,61
a221oi_1,25
mux2i_1,8
a21o_1,28
a222oi_1,13
o221ai_1,43
xor2_1,24
nor2b_1,14
a22oi_1,21
nor4_1,18
and2_1,8
clkbuf_1,249
xnor2_1,39
nor2_1,929
inv_1,967
dfrtp_1,34
nand2_1,390
o31ai_1,27
ha_1,361
nand3_1,24
nor3_1,36
o21a_1,10
a221o_1,13
a31oi_1,30
inv_2,9
fa_1,898
clkinv_1,18
o2111ai_1,9
o211ai_1,18
buf_2,7
and3_1,12
nand2b_1,14
or2_2,8
a21oi_1,222
o21bai_1,20
o21ai_0,159
==> cells by family after synthesis <==
group,Yosys count,share of synthesized area (%)
AOI/OAI and AO/OA,770,12.5
and+or+nand+nor,1513,15.3
buffers and inverters,1312,12.3
muxes,10,0.256
xor gates and xnor gates,63,1.38
adders and majority gates,1259,56.1
DFF,34,2.12
==> cell usage in the layout (no fill, tap or decap), drive strengths merged, types with 18 or more instances in the layout <==
cell,synthesis,final
inv,976,969
o211ai,18,18
nand4,28,28
o31ai,27,27
o22ai,30,30
o21ai,166,166
dfrtp,34,34
nor3,36,36
a221oi,26,26
buf,69,1301
a22oi,21,21
a31oi,30,30
a21o,28,28
o221ai,43,43
xor2,24,24
a211oi,29,29
xnor2,39,39
nor4,18,18
nand3,24,24
clkinv,18,20
o21bai,20,20
a21oi,224,224
fa,898,898
nor2,930,930
nand2,390,390
ha,361,361
==> registers in the layout, summed over array words and instances, names as in the netlist <==
signal,count
o_valid_r,1
o_data_r,32
o_overflow_r,1
==> area by class of cell <==
cell class | instances | area (um2) | share of cell area (%)
clock buffers | 5 | 125 | 0.222
repair inverters | 2 | 15.0 | 0.0267
well taps | 1287 | 1610 | 2.86
flip-flops and latches | 34 | 853 | 1.52
repair buffers | 1343 | 12400 | 22.0
inverters | 994 | 3940 | 7.00
diodes | 1 | 2.50 | 0.00445
clock inverters | 3 | 68.8 | 0.122
multi-input cells | 3615 | 37300 | 66.3
==> path summary, 6_finish.rpt <==
| check | depth (start not counted) | slack [ns] | end |
|---|---|---|---|
| max | 32 | -7.21 | o_overflow_r$_DFF_PN0_ |
| min | 2 | 0.28 | o_data_r[30]$_DFF_PN0_ |
| max in group asynchronous | 3 | 0.30 | o_data_r[17]$_DFF_PN0_ |
| min in group clk0 | 4 | 0.47 | o_data_r[3]$_DFF_PN0_ |
==> metrics by stage <==
step                      TNS (ns)  instances  cell area (um2)  utilization, %
final                      -164.77       7284            56300            56.9
after global routing       -169.47       7283            56300            56.9
after CTS                  -164.20       7252            55600            56.2
after detailed placement   -200.34       7124            51900            52.5
after global placement     -200.26       7124            51900            52.5
after floorplan            -146.57       4961            41800               -
==> what timing repair did <==
item / 4_1_cts / 5_1_grt
endpoints found under the hold margin: 34 / 0
hold buffers: 1 / 0
pin swaps: 216 / 128
setup endpoints to repair: 67 / 37
cloned: 6 / 1
buffers inserted: 123 / 39
resized: 889 / 143
