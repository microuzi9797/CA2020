==> /design/flow/design.v <==
module sort #(
	parameter DATA_W = 32
)(
	input i_clk,
	input i_rst_n,
	input  [DATA_W*8-1:0] i_input,
	output [DATA_W*8-1:0] o_output
);
	wire [DATA_W-1:0] i_input_ [0:7];
	wire [DATA_W-1:0] stage_1  [0:7];
	wire [DATA_W-1:0] stage_2  [0:7];
	wire [DATA_W-1:0] stage_3  [0:7];
	wire [DATA_W-1:0] stage_4  [0:7];
	wire [DATA_W-1:0] stage_5  [0:7];
	wire [DATA_W-1:0] stage_6  [0:7];
	genvar i;
	for(i = 0; i < 8; i=i+1) begin
		assign i_input_[i] = i_input[(i+1)*DATA_W-1:i*DATA_W];
	end
	for(i = 0; i < 4; i=i+1) begin : t1
		if (i % 2 == 0) begin
			comparator #(
				.DATA_W(DATA_W)
			) u1 (
				.i_clk(i_clk),
				.i_rst_n(i_rst_n),
				.i_input_1(i_input_[2*i]),
				.i_input_2(i_input_[2*i+1]),
				.o_output_1(stage_1[2*i]),
				.o_output_2(stage_1[2*i+1])
			);
		end else begin
			comparator #(
				.DATA_W(DATA_W)
			) u1 (
				.i_clk(i_clk),
				.i_rst_n(i_rst_n),
				.i_input_1(i_input_[2*i]),
				.i_input_2(i_input_[2*i+1]),
				.o_output_1(stage_1[2*i+1]),
				.o_output_2(stage_1[2*i])
			);
		end
	end
	for(i = 0; i < 2; i=i+1) begin : t2
		comparator #(
			.DATA_W(DATA_W)
		) u2 (
			.i_clk(i_clk),
			.i_rst_n(i_rst_n),
			.i_input_1(stage_1[i]),
			.i_input_2(stage_1[i+2]),
			.o_output_1(stage_2[i]),
			.o_output_2(stage_2[i+2])
		);
	end
	for(i = 4; i < 6; i=i+1) begin : t3
		comparator #(
			.DATA_W(DATA_W)
		) u2 (
			.i_clk(i_clk),
			.i_rst_n(i_rst_n),
			.i_input_1(stage_1[i]),
			.i_input_2(stage_1[i+2]),
			.o_output_1(stage_2[i+2]),
			.o_output_2(stage_2[i])
		);
	end
	for(i = 0; i < 2; i=i+1) begin : t4
		comparator #(
			.DATA_W(DATA_W)
		) u3 (
			.i_clk(i_clk),
			.i_rst_n(i_rst_n),
			.i_input_1(stage_2[2*i]),
			.i_input_2(stage_2[2*i+1]),
			.o_output_1(stage_3[2*i]),
			.o_output_2(stage_3[2*i+1])
		);
	end
	for(i = 0; i < 2; i=i+1) begin : t5
		comparator #(
			.DATA_W(DATA_W)
		) u3 (
			.i_clk(i_clk),
			.i_rst_n(i_rst_n),
			.i_input_1(stage_2[4+2*i]),
			.i_input_2(stage_2[4+2*i+1]),
			.o_output_1(stage_3[4+2*i+1]),
			.o_output_2(stage_3[4+2*i])
		);
	end
	for(i = 0; i < 4; i=i+1) begin : t6
		comparator #(
			.DATA_W(DATA_W)
		) u4 (
			.i_clk(i_clk),
			.i_rst_n(i_rst_n),
			.i_input_1(stage_3[i]),
			.i_input_2(stage_3[i+4]),
			.o_output_1(stage_4[i]),
			.o_output_2(stage_4[i+4])
		);
	end
	for(i = 0; i < 2; i=i+1) begin : t7
		comparator #(
			.DATA_W(DATA_W)
		) u5 (
			.i_clk(i_clk),
			.i_rst_n(i_rst_n),
			.i_input_1(stage_4[i]),
			.i_input_2(stage_4[i+2]),
			.o_output_1(stage_5[i]),
			.o_output_2(stage_5[i+2])
		);
	end
	for(i = 4; i < 6; i=i+1) begin : t8
		comparator #(
			.DATA_W(DATA_W)
		) u5 (
			.i_clk(i_clk),
			.i_rst_n(i_rst_n),
			.i_input_1(stage_4[i]),
			.i_input_2(stage_4[i+2]),
			.o_output_1(stage_5[i]),
			.o_output_2(stage_5[i+2])
		);
	end
	for(i = 0; i < 8; i=i+2) begin : t9
		comparator #(
			.DATA_W(DATA_W)
		) u6 (
			.i_clk(i_clk),
			.i_rst_n(i_rst_n),
			.i_input_1(stage_5[i]),
			.i_input_2(stage_5[i+1]),
			.o_output_1(stage_6[i]),
			.o_output_2(stage_6[i+1])
		);
	end
	for(i = 0; i < 8; i=i+1)
		assign o_output[(i+1)*DATA_W-1:i*DATA_W] = stage_6[i];
endmodule
module comparator #(
	parameter DATA_W = 32
)(
	input               i_clk,
	input               i_rst_n,
	input  [DATA_W-1:0] i_input_1,
	input  [DATA_W-1:0] i_input_2,
	output [DATA_W-1:0] o_output_1,
	output [DATA_W-1:0] o_output_2
);
	reg [DATA_W-1:0] o_output_1_r, o_output_2_r;
	reg [DATA_W-1:0] o_output_1_w, o_output_2_w;
	assign o_output_1 = o_output_1_r;
	assign o_output_2 = o_output_2_r;
	always @(*) begin
		if (i_input_1 > i_input_2) begin
			o_output_1_w = i_input_2;
			o_output_2_w = i_input_1;
		end else begin
			o_output_1_w = i_input_1;
			o_output_2_w = i_input_2;
		end
	end
	always @(posedge i_clk or negedge i_rst_n) begin
		if (~i_rst_n) begin
			o_output_1_r <= 0;
			o_output_2_r <= 0;
		end else begin
			o_output_1_r <= o_output_1_w;
			o_output_2_r <= o_output_2_w;
		end
	end
endmodule
==> /design/flow/run.sh <==
#!/bin/bash
# OpenROAD 26Q1-2900-gdf79404cd8, Yosys 0.63+post, stock flow scripts
make -C /OpenROAD-flow-scripts/flow DESIGN_CONFIG=/design/flow/config.mk WORK_HOME=/design/flow/orfs finish
==> /design/flow/config.mk <==
export PLATFORM = sky130hd
export DESIGN_NAME = sort
export DESIGN_NICKNAME = sort
export VERILOG_FILES = /design/flow/design.v
export SDC_FILE = /design/flow/constraint.sdc
export NUM_CORES = 4
export LEC_CHECK = 1
export CORE_UTILIZATION = 30
==> /design/flow/constraint.sdc <==
current_design sort

set clk_period 9.4
set clk_io_pct 0.2

create_clock -name clk0 -period $clk_period [get_ports {i_clk}]

set non_clock_inputs [all_inputs -no_clocks]
set_input_delay [expr $clk_period * $clk_io_pct] -clock clk0 $non_clock_inputs
set_output_delay [expr $clk_period * $clk_io_pct] -clock clk0 [all_outputs]
==> ci_impl_report.md <==
### Yosys + OpenROAD results

| Metric | Value |
|---|---|
| Comb. cell area | 34000 um^2 |
| Residual overflow from global routing | 0 |
| Post-Route WL | 242000 um |
| CP max stage cell | nor3_1 |
| Top cells excl fill/tap | 1536 x dfrtp_1, 1517 x mux2_2, 773 x inv_1 |
| Crit start category | primary input |
| Vias per cell | 4.75 |
| DP Area | 85400 um^2 |
| PwrDens | 393 nW/um^2 |
| TritonCTS clock tree | done |
| Yosys Chip Area | 76600 um^2 |
| Nature of the critical path endpoint | register |
| Final hold violation count | 0 |
| Synth Instances | 5932 |
| Chip area | ~260000 um^2 |
| Layout area overhead | 19.1% |
| H-tree depth | 4 |
| Clock Path Buffers | 3 |
| Clock latency at the later pin of the worst-skew pair | between 800 and 900 ps |
| Vias in the first global route | 48200 |
| Synthesized area | about 77000 um^2 |
| Worst slack at placement | 3970 ps |
| Initial detailed-routing violation count | 3179 |
| Crit-path cells | clkdlybuf4s50_1 > inv_1 > ha_1 > nand4_1 > nor3_1 > a21boi_0 > a22oi_2 > buf_4 > buf_4 > mux2_2 |
| Pre-placement core utilization | 0.302 |
| IO Pins | 514 |
| Worst slew margin | 0.403 |
| Cycle use final | 0.485 |
| Clock-pin slew on the worst setup and hold paths | 60 ps |
| Maxcap violations | 0 |
| Detailed placement HPWL | about 200000 um |
| Max incr delay on CP | 610 ps |
| Crit-path max FO | roughly 52 |
| FF-to-FF path depth | 8 |
| RSZ-0062 raised after global routing | no |
| Worst setup margin | 4840 ps |
| Peak VDD IR | 0.250 mV |
| Yosys warns | 2 |
| Storage cell area | 38400 um^2 |
| Number of enable flip-flop cells | 0 |
| # resized after CTS | 0 |
| Total GRT Usage | 0.195 |
| Critical path capture point | t1[3].genblk1.u1.o_output_1_r[7] |
| Post-cts hold buffer count | 0 |
| Sequential area share after synthesis | 0.502 |
| Slew @ Worst Pin | 887 ps |
| Cell area after layout | roughly 91000 um^2 |
| Critical path class | primary input to register |
| Reg2reg end | t9[4].u6.o_output_1_r[10] |
| Cell Rows | 185 |
| Dominant logic cell type in the layout | dfrtp_1 |
| Worst Hold Class | register to register |
| Fill count | 23900 |
| Area leader, netlist | dfrtp_1 |
| First-pass GRT wire length | approximately 350000 um |
| Synth cell types | about 40 |
| Most used DFF post-synth | dfrtp_1 |
| Die H | around 510 um |
| CTS buffer count | about 170 |
| CP top delay family | buffers and inverters |
| Routed wire per std cell | 24.0 um |
| Top cells by area | dfrtp_1 50%, mux2_2 22%, ha_1 13%, inv_1 3.8%, a21oi_1 2.0% |
| Leakage | 41.5 nW |
| Crit path time final | 4560 ps |
| Crit path buffers/inverters | 4 |
| Tool warning count | just over 40 |
| DRC Markers | 0 |
| Setup TNS Final | 0 ps |
| Worst reg2reg setup slack | 5090 ps |
| Final setup fails | 0 |
| ANT nets after route | 0 |
| WP depth | 10 |
| Cell mode on critical path | buf_4 |
| Layout cells sized above 1 | 0.285 |
| Top cell area share | 0.502 |
| Worst Path Required | 10090 ps |
| Maximum clock rate | ~220 MHz |
| Reg-to-Reg Start | t8[4].u5.o_output_1_r[7] |
| Max Slew Vio Count | 0 |
| CP Launch Point | i_input[238] |
| Num Clock Sinks | 1536 |
| Antenna violations before repair | 25 |
| Largest net degree at the start of global routing | 134 |
| First-pass detailed-route iteration total | 5 |
| FFs w/ async S/R, synth | 1.00 |
| Status | finished clean |
| Worst EP arrival | 5260 ps |
| Number of port buffers | 513 |
| Total setup buffers inserted after CTS | 0 |
| Ys cells | 5932 |
| Vias | 47900 |
| Post-synth regs | 1536 |
| Die W | 507 um |
| Core area | 254000 um^2 |
| Gp weighted congestion | 0.960 |
| Clk_skew | 34.5 ps |
| Mean Syn Cell Area | 12.9 um^2 |
| Root buffer cell | clkbuf_16 |
[power by group]
group / internal, mW / total, mW / leakage (nW) / switching, mW
combinational: 8.55 / 16.4 / 20.8 / 7.84
clock: 4.04 / 6.83 / 2.82 / 2.79
sequential: 9.54 / 12.6 / 17.9 / 3.08
[how the worst min path moves through the flow]
| stage | from | end | slack, ps | cells after the start |
|---|---|---|---|---|
| final | t5[1].u3.o_output_1_r[27] | t6[3].u4.o_output_1_r[27] | 520 | 1 |
| after global routing | t4[1].u3.o_output_2_r[4] | t6[3].u4.o_output_1_r[4] | 550 | 1 |
| after CTS | t5[1].u3.o_output_1_r[4] | t6[3].u4.o_output_1_r[4] | 530 | 1 |
[final cells by class]
class	instances	area share
clock buffers	227	0.0529
diodes	9	0.000247
well taps	3366	0.0462
multi-input cells	3478	0.372
repair buffers	598	0.0642
flip-flops and latches	1536	0.421
clock inverters	83	0.0108
inverters	773	0.0318
[synth_stat cells (35+ instances only)]
cell type / n
dfrtp_1: 1536
mux2_2: 1517
inv_1: 773
ha_1: 768
a21oi_1: 313
nand4_1: 169
nand2_1: 103
buf_6: 96
nand3_1: 96
o21ai_0: 91
a21o_1: 77
nor3_1: 41
buf_2: 37
a211oi_1: 36
nor4_1: 36
a21boi_0: 35
[layer usage]
layer | wire length (um) | vias up | track usage
li1 | - | 22300 | -
met3 | 22900 | 285 | 0.0704
met5 | 107 | - | 0
met2 | 95400 | 1493 | 0.259
met1 | 118000 | 23800 | 0.310
met4 | 5260 | 16 | 0.0369
[worst register-to-register path, delay by kind of cell (launching register included)]
kind	cells	cell delay [ps]
flops	1	420
buf+inv	1	660
fa+ha+maj	1	340
mux	1	560
compound gates	5	2180
[per-stage QoR]
| step | power (mW) | instances | util | hold slack (ps) |
|---|---|---|---|---|
| finish | 35.8 | 10100 | 0.359 | 520 |
| global route | 38.2 | 10100 | 0.359 | 546 |
| CTS | 36.1 | 10100 | 0.359 | 529 |
| detailed placement | 28.9 | 9751 | 0.336 | 512 |
| global placement | 28.8 | 9751 | 0.336 | 519 |
| floorplan | 22.4 | 5932 | - | 475 |
[flip-flops by register name, indices dropped and copies added (netlist names), 128 cells and up]
register,count
t1.genblk1.u1.o_output_1_r,128
t1.genblk1.u1.o_output_2_r,128
t6.u4.o_output_1_r,128
t6.u4.o_output_2_r,128
t9.u6.o_output_1_r,128
t9.u6.o_output_2_r,128
[logic make-up after synthesis]
kind of cell,synth area share
flip-flops,0.502
buffers and inverters,0.0556
AND-OR/OR-AND,0.0532
adder cells (fa/ha/maj),0.125
AND/OR/NAND/NOR,0.0379
multiplexers,0.226
No activity file was given, so power comes from the tool's default toggle rates.
