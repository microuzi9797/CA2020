==> flow/design.v <==
module instruction_memory #(
	parameter ADDR_W   = 64,
	parameter INST_W   = 32,
	parameter MAX_INST = 16
)(
	input               i_clk,
	input               i_rst_n,
	input               i_valid,
	input  [ADDR_W-1:0] i_addr,
	output              o_valid,
	output [INST_W-1:0] o_inst
);
	reg [INST_W-1:0] mem [0:MAX_INST-1];
	reg              o_valid_r, o_valid_w;
	reg [INST_W-1:0] o_inst_r,  o_inst_w;
	reg        [3:0] cs, ns;
	reg [ADDR_W-1:0] temp_addr_r, temp_addr_w;
	integer i;
	assign o_valid = o_valid_r;
	assign o_inst  = o_inst_r;
	always @(*) begin
		if (i_valid) begin
			temp_addr_w = i_addr;
		end else begin
			temp_addr_w = temp_addr_r;
		end
	end
	always @(*) begin
		if (cs == 5) begin
			o_valid_w = 1;
			o_inst_w  = mem[temp_addr_r/4];
		end else begin
			o_valid_w = 0;
			o_inst_w  = 0;
		end
	end
	always @(*) begin
		case (cs)
			0: ns = (i_valid) ? 1 : 0;
			1: ns = 2;
			2: ns = 3;
			3: ns = 4;
			4: ns = 5;
			5: ns = 0;
		endcase
	end
	always @(posedge i_clk or negedge i_rst_n) begin
		if (~i_rst_n) begin
			o_valid_r   <= 0;
			o_inst_r    <= 0;
			cs          <= 0;
			temp_addr_r <= 0;
		end else begin
			o_valid_r   <= o_valid_w;
			o_inst_r    <= o_inst_w;
			cs          <= ns;
			temp_addr_r <= temp_addr_w;
		end
	end
endmodule
==> flow/run.sh <==
#!/bin/bash
# OpenROAD 26Q1-2900-gdf79404cd8, Yosys 0.63+post, stock flow scripts
make -C /OpenROAD-flow-scripts/flow DESIGN_CONFIG=/design/flow/config.mk WORK_HOME=/design/flow/orfs finish
==> flow/config.mk <==
export PLATFORM = sky130hd
export DESIGN_NAME = instruction_memory
export DESIGN_NICKNAME = instruction_memory
export VERILOG_FILES = /design/flow/design.v
export SDC_FILE = /design/flow/constraint.sdc
export NUM_CORES = 4
export LEC_CHECK = 1
export CORE_AREA = 10 10 70 70
export DIE_AREA = 0 0 80 80
==> flow/constraint.sdc <==
current_design instruction_memory

set clk_period 1.0
set clk_io_pct 0.2

create_clock -name clk0 -period $clk_period [get_ports {i_clk}]

set non_clock_inputs [all_inputs -no_clocks]
set_input_delay [expr $clk_period * $clk_io_pct] -clock clk0 $non_clock_inputs
set_output_delay [expr $clk_period * $clk_io_pct] -clock clk0 [all_outputs]
==> results.toml <==
# implementation run metrics
[final_timing]
unclocked_regs = 3
post-route-min-period_ns = 0.944
setup-tns-final_ns = 0
finalSetupViolations = 0
hold_viol = 0
timing.fmax_ghz = 1.06
fin_skew_ns = 0.00179
rsz0062_at_grt = "false"
slew_violations = 0
finalCritPeriodShare_pct = 94.4
untimed_endpoints = 6

[final_layout]
fin_cells = 106
lay_top_cells = "conb_1, dfrtp_1, nor2_1, clkbuf_4, dlxtn_1"
nFillCells = 410
lay_top_count = "conb_1"
drive_gt1_share_pct = 10.0
area_growth_pct = -1.30
final_util_pct = 13.9

[placement]
port_buffers = 3
dpl.hpwl_um = 693
place_congestion = 0.686
place_inst = 103

[synth]
yosys-stat-cells = 54
yosysWarnings = 1
ys_area_um2 = 482
syn-cell-area_um2 = 482
yosysUniqueCellTypes = 15
ys_sh_xor_pct = 0
syn_area_per_cell_um2 = 8.92
syn_inst = 54
synth.logic.top_family = "buffers and inverters"
compound_area_share_pct = 7.27
mux_area_share_pct = 0
ys.flops = 7
ys_sh_adder_pct = 2.60
ys_sh_simple_pct = 8.57

[run]
drv_cap = 0
tool_warnings = 89

[worst_setup_path]
worst_path_max_delay_cell = "dfrtp_1"
path_cells = "clkdlybuf4s15_1"
cp.arrival_ns = 0.74
cp-end-kind = "output pin"
reg2reg_setup_slack_ns = 0.21
path_class = "reg2out"
r2r-start = "cs[1]"
crit_fanout = 1
critPathLaunchType = "register"
crit_family = "flip-flops"
r2r.worst_path.cells = 2
critPathRequiredTime_ns = 0.80
r2r-end = "o_valid_r"
crit_buf_inv = 1
cpPeakStageDelay_ns = 0.35

[global_route]
grt_start_max_net_pins = 8
grt_pass1_vias = 301
antenna_found_initial = 0
grt_overflow = 0
grt_pass1_wl_um = 1180
grt_usage_pct = 2.12

[die]
die_x_um = 80
die.size.y_um = 80
rows = 21
ios = 100
floorplan.core_area_mm2 = 0.00342
die_area_mm2 = 0.00640
core_util_floorplan_pct = 14.1

[power_and_ir_drop]
max-vdd-ir-drop_uv = 179
cellPowerDensity_mw_per_mm2 = 807
p_sw_share_pct = 20.5
pwr-share-comb_pct = 5.0
switching_power_uw = 78.6
p_clk_share_pct = 52.5
internal_power_uw = 305
seqPwrFrac_pct = 42.5
p_leak_uw = 0.000248

[clock_network]
cts_resized = 2
cts_hold_buf = 0
htree_num_levels = 1
cts_setup_buffers = 0
clk_pin_slew_worst_paths_ns = 0.04
cts_tree = "done"
root_buffer = "clkbuf_4"
clk_latency_ns = 0.23
clockBufferDepth = 2
numCtsBuffers = 3

[detailed_routing]
drt_first_pass_iters = 1
via_per_inst = 2.27
drtIter0Drc = 0
ant_nets = 0
antenna_cells = 0
drt_wl_total_um = 791
num_vias = 241
drc = 0
wire_per_inst_um = 7.46

[hold_path]
min_path_type = "in2async"

[run_status]
status = "finished clean"
[layout make-up]
type | count | area [µm²] | area share (%)
Timing Repair Buffer | 4 | 37.5 | 7.89
Tap cell | 46 | 57.6 | 12.1
Multi-Input combinational cell | 45 | 209 | 43.9
Inverter | 1 | 3.75 | 0.789
Clock buffer | 3 | 22.5 | 4.74
Sequential cell | 7 | 145 | 30.5
[kinds of logic after synthesis]
| family | Yosys count |
|---|---|
| latches | 3 |
| adder cells (fa/ha/maj) | 1 |
| other | 1 |
| buffers and inverters | 33 |
| AND-OR/OR-AND | 4 |
| AND/OR/NAND/NOR | 8 |
| flip-flops | 4 |
[synth_stat cells]
cell / number / area (µm²)
ha_1: 1 / 12.5
dlxtn_1: 3 / 45.0
conb_1: 1 / 3.75
a21o_2: 1 / 8.76
a221oi_2: 1 / 15.0
o22ai_1: 1 / 6.26
dfrtp_1: 4 / 100
nand2b_1: 2 / 12.5
inv_1: 1 / 3.75
buf_4: 32 / 240
or2_0: 1 / 6.26
a21oi_1: 1 / 5.00
nor2_1: 3 / 11.3
nand2_1: 1 / 3.75
nand3b_1: 1 / 7.51
[worst max-delay path by stage]
stage | start | endpoint | slack (ns) | depth (start not counted)
global route | o_valid_r | o_valid | 0.03 | 1
CTS | o_valid_r | o_valid | 0.03 | 1
finish | o_valid_r | o_valid | 0.06 | 1
[per-layer routing]
layer	global-route usage, %	vias to the layer above	share of wire (%)
met1	2.89	100	51
met4	0.704	0	0
li1	-	120	-
met3	0.909	0	10
met5	0	-	0
met2	2.89	21	39
[power groups by stage]
stage | Sequential, µW | Clock (µW) | Combinational [µW]
6_report | 163 | 201 | 19.2
4_1_cts | 163 | 212 | 23.5
5_1_grt | 163 | 213 | 27.4
[metrics by stage]
| stage | setup slack (ns) | power, µW | area (µm²) | hold WS (ns) |
|---|---|---|---|---|
| after global placement | 0.0456 | 189 | 453 | 0.416 |
| after CTS | 0.0347 | 399 | 475 | 0.164 |
| after floorplan | 0.288 | 255 | 598 | -0.0956 |
| final | 0.0562 | 384 | 475 | 0.170 |
| after detailed placement | 0.0398 | 189 | 453 | 0.423 |
| after global routing | 0.0323 | 403 | 475 | 0.186 |
[registers in the layout (all words and copies together), names as in the netlist]
| register | cells |
|---|---|
| cs | 3 |
| ns | 3 |
| o_valid_r | 1 |
[worst register-to-register path, delay by kind of cell, from the launching register on]
family,cells,cell delay (ns)
simple gates,2,0.29
flops,1,0.44
Power figures rest on the tool's default switching activity, not on a simulated workload.
